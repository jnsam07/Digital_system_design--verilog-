<file path="./run.sh">
#!/bin/bash
# OpenROAD 26Q1-2900-gdf79404cd8, Yosys 0.63+post, stock flow scripts
make -C /OpenROAD-flow-scripts/flow DESIGN_CONFIG=/design/flow/config.mk WORK_HOME=/design/flow/orfs finish
</file>
<file path="./config.mk">
export PLATFORM = sky130hd
export DESIGN_NAME = Barrel_rotater
export DESIGN_NICKNAME = Barrel_rotater
export VERILOG_FILES = /design/flow/design.v
export SDC_FILE = /design/flow/constraint.sdc
export NUM_CORES = 4
export LEC_CHECK = 1
export CORE_AREA = 10 10 89 89
export DIE_AREA = 0 0 99 99
</file>
<file path="./constraint.sdc">
current_design Barrel_rotater

set clk_period 3.1
set clk_io_pct 0.2

create_clock -name clk0 -period $clk_period [get_ports {clk}]

set non_clock_inputs [all_inputs -no_clocks]
set_input_delay [expr $clk_period * $clk_io_pct] -clock clk0 $non_clock_inputs
set_output_delay [expr $clk_period * $clk_io_pct] -clock clk0 [all_outputs]
</file>
<file path="./design.v">
module			Barrel_rotater (o, i, s, c, clk);
output	[7:0]	o;
input	[7:0]	i;
input	[2:0]	s;
input	[1:0]	c;
input			clk;
reg		[7:0]	o;
reg		[2:0]	t;
always@(posedge clk)
    begin
        case(c)
            2'b00:	#20 o <= o;
            2'b01:	#20  
                begin
                    case(s)
						3'b000: o <= o;
						3'b001: o <= {o[6:0], o[7]};
						3'b010: o <= {o[5:0], o[7:6]};
						3'b011: o <= {o[4:0], o[7:5]};
						3'b100: o <= {o[3:0], o[7:4]};
						3'b101: o <= {o[2:0], o[7:3]};
						3'b110: o <= {o[1:0], o[7:2]};
						3'b111: o <= {o[0]  , o[7:1]};
						default: o <= o;
					endcase
                end
            2'b10:	#20  
                begin
				    case(s)
 						3'b000: o <= o;
						3'b001: o <= {o[0], o[7:1]};
						3'b010: o <= {o[1:0], o[7:2]};
						3'b011: o <= {o[2:0], o[7:3]};
						3'b100: o <= {o[3:0], o[7:4]};
						3'b101: o <= {o[4:0], o[7:5]};
						3'b110: o <= {o[5:0], o[7:6]};
						3'b111: o <= {o[6:0], o[7]};
						default: o <= o;
					endcase	
                end
            2'b11:	#20 o <= i;
            default:	#20 o <= 8'bx;
        endcase
    end
endmodule
</file>
==> CHANGELOG.md <==
### Implementation results

* Status: finished clean
* Syn Inst Count at 135
* Async set-reset flop share out of synthesis at 0
* Final core occ at 0.226
* Chip width at 99 um
* Initial antenna violation count at 0
* Logic area at 706 sq um
* Top cells by count, synth: a21oi_1 (13), o21ai_0 (13), nand3_1 (11)
* Vias at 1,135
* Number of enable flip-flop cells at 8
* Top flop regs: o (8)
* Final tally of max-slew violations at 0
* Final setup margin at 0.675 ns
* Worst vdd rail ir drop at 0.199 mV
* Dominant cell area share at 0.230
* Seq share, synth at 0.230
* I/O Buffers at 21
* Crit path max-delay family: buffers and inverters
* Row count at 28
* CP Launch Type: input port
* FF+latch area at 240 sq um
* Maximum clock insertion buffer count at 2
* Post-synth cell types at 36
* Dominant flop cell: edfxtp_1
* # resized after CTS at 0
* Layout cell share with drive strength beyond 1 at 0.0800
* Log Warnings at 25
* Hold_buf cts at 0
* CP max FO at 36
* DRC at 0
* Clock Latency Late Sink at 0.22 ns
* # fillers at 642
* Top reg by flops: o
* Area leader, netlist: edfxtp_1
* Vias in the first global route at 1,070
* Leak at 0.438 nW
* Die height at 99 um
* Int Power at 0.325 mW
* Gpl congestion at 1.01
* Setup TNS at 0 ns
* Post-Place Setup Slack at 0.457 ns
* ANT nets after route at 0
* # Cells Yosys at 135
* Via-to-Cell Ratio at 5.04
* Largest cells by area: edfxtp_1 (23%), a211oi_1 (7.2%), mux2i_1 (6.7%), a21oi_1 (6.2%), o21ai_0 (6.2%)
* CP max stage cell: clkdlybuf4s50_1
* Hold Crit Class: reg -> reg
* CP Data Arrival Time at 2.37 ns
* Io pins at 22
* Post-synthesis cell area at 1040 sq um
* Max incr delay on CP at 0.51 ns
* Tmin final at 2.42 ns
* Relative slew slack at 0.624
* Seq cells post-synth at 8
* Combinational share of power at 0.398
* Wire length of the first global-routing pass at 5440 um
* DP HPWL at 2560 um
* CTS tree: built
* Least-Margin Pin Slew at 0.563 ns
* Clock slew at reported path FFs at 0.04 ns
* Maxcap violations at 0
* Initial core utilization at 0.174
* 1st-iter DRT viols at 161
* Fmax at 0.412 GHz
* Final setup fails at 0
* Cycle use final at 0.782
* Total CTS buffers at 3
* Power per Cell Area at 363 nW/um^2
* Antenna Cells at 0
* Pwr Total at 0.492 mW
* Grt ovf at 0
* Largest net degree at the start of global routing at 37
* Flop pwr share at 0.354
* Drt first pass iters at 4
* P&R area growth vs syn at 30.0%
* Ordered cell list for the critical path: clkdlybuf4s50_1 -> buf_12 -> mux2i_1 -> o21ai_0 -> a2111oi_2 -> o22ai_1
* Root buf cell: clkbuf_8
* CP Capture Type: register
* RSZ-0062 raised after global routing: false
* Die area at 9800 sq um
* Clock power frac at 0.248
* Crit Path Category: in -> reg
* CP bufs+invs at 2
* Syn_area_per_cell at 7.73 sq um
* Final wirelength at 3320 um
* Final-report hold violation count at 0
* Sw frac at 0.341
* Req. time, crit path at 3.05 ns
* Clk_skew at 0.00167 ns
* Yosys stat chip area at 1040 sq um
* Setup bufs post-CTS at 0
* Core Box Area at 5990 sq um
* Max reg flops at 8
* Wire per inst at 14.8 um
* Switch Pwr at 0.168 mW
* Ys Warns at 1
* CTS H-Tree Depth at 1
* GRT Util Overall at 0.0653
* Clk sink count at 8
final timing paths:
path / from / endpoint / slack, ns / cells past startpoint
setup / recovery: s[2] / o[1] / 0.68 / 6
hold / removal: o[4] / o[0] / 0.97 / 3
hold reg to reg: o[4] / o[0] / 0.97 / 3
setup reg to reg: o[7] / o[1] / 1.31 / 4
layout by cell type (no fill, tap or decap), types with 2 or more instances in the layout:
master / n
clkdlybuf4s50_1: 21
o21ai_0: 13
a21oi_1: 13
nand3_1: 11
a211oi_1: 10
nand2b_1: 8
edfxtp_1: 8
mux2i_1: 7
nor2_1: 7
o22ai_1: 6
inv_1: 4
nor3_1: 4
o2bb2ai_1: 4
buf_4: 4
nand3b_1: 3
nand2_1: 3
clkbuf_8: 3
a2111oi_2: 2
nor4_1: 2
o21ai_1: 2
routing by layer:
| metal | track usage | wire [um] |
|---|---|---|
| met1 | 0.0915 | 1510 |
| met2 | 0.105 | 1590 |
| met3 | 0.00916 | 195 |
| met5 | 0 | 0 |
| met4 | 0.0110 | 33 |
per-stage QoR:
stage | instance area (sq um) | hold slack (ns) | std cells
CTS | 1360 | 0.966 | 225
floorplan | 1040 | 0.802 | 135
detailed placement | 1320 | 0.948 | 222
finish | 1360 | 0.966 | 225
global route | 1360 | 0.994 | 225
global placement | 1320 | 0.948 | 222
power by group through the flow:
| stage | registers (mW) | clock network [mW] | logic, mW |
|---|---|---|---|
| 4_1_cts | 0.174 | 0.127 | 0.196 |
| 5_1_grt | 0.178 | 0.133 | 0.216 |
| 6_report | 0.174 | 0.122 | 0.196 |
cell type report:
class / instances / area share
tap: 75 / 0.0692
sequential: 8 / 0.177
clock buffer: 3 / 0.0304
multi-input combinational: 109 / 0.520
timing repair buffer: 26 / 0.192
inverter: 4 / 0.0111
tightest hold or removal path: cells and delay by family (launching register included):
kind,cells,cell delay (ns)
flops,1,0.47
compound gates,3,0.37
cells by family (layout without fill, tap and decap cells):
family | count (synthesis) | after routing | synth area share
compound gates | 58 | 58 | 0.368
simple gates | 43 | 43 | 0.219
buf+inv | 18 | 33 | 0.0935
mux | 8 | 8 | 0.0887
flops | 8 | 8 | 0.230
No activity file was given, so power comes from the tool's default toggle rates.
