[design/flow/constraint.sdc]
current_design Barrel_rotator

set clk_period 2.0
set clk_io_pct 0.2

create_clock -name clk0 -period $clk_period [get_ports {clk}]

set non_clock_inputs [all_inputs -no_clocks]
set_input_delay [expr $clk_period * $clk_io_pct] -clock clk0 $non_clock_inputs
set_output_delay [expr $clk_period * $clk_io_pct] -clock clk0 [all_outputs]
[design/flow/config.mk]
export PLATFORM = sky130hd
export DESIGN_NAME = Barrel_rotator
export DESIGN_NICKNAME = Barrel_rotator
export VERILOG_FILES = /design/flow/design.v
export SDC_FILE = /design/flow/constraint.sdc
export NUM_CORES = 4
export LEC_CHECK = 1
export CORE_AREA = 10 10 82 82
export DIE_AREA = 0 0 92 92
[design/flow/design.v]
module			Barrel_rotator (o, i, s, c, clk);
output	[7:0]	o;
input	[7:0]	i;
input	[2:0]	s;
input	[1:0]	c;
input			clk;
reg		[7:0]	o;
reg		[7:0]	o_t;
reg		[2:0]	t;
always@(posedge clk)
    begin
        case(c)
            2'b00:	#20 o <= o;
            2'b01:	#20  
                begin	
					if (s[2]) o = {o[3:0], o[7:4]};
					if (s[1]) o = {o[5:0], o[7:6]};
					if (s[0]) o = {o[6:0], o[7]};
                end
            2'b10:	#20  
                begin
					if (s[2]) o = {o[3:0], o[7:4]};
					if (s[1]) o = {o[1:0], o[7:2]};
					if (s[0]) o = {o[0],   o[7:1]};
                end
            2'b11:	#20 o <= i;
            default:	#20 o <= 8'bx;
        endcase
    end
endmodule
[design/flow/run.sh]
#!/bin/bash
# OpenROAD 26Q1-2900-gdf79404cd8, Yosys 0.63+post, stock flow scripts
make -C /OpenROAD-flow-scripts/flow DESIGN_CONFIG=/design/flow/config.mk WORK_HOME=/design/flow/orfs finish
==> Slide: Implementation Results <==
Key Metrics from the Run

Power and ir drop
  – Power per Cell Area: 610.2 nW/µm²
  – Lkg Pwr: 0.0004934 µW
  – Total power: 804.0 µW
  – VDD IR max: 0.2114 mV

Worst setup path
  – FF-to-FF Start: o[5]
  – Critical Path AT: 1.98 ns
  – Startpoint type of the worst setup path: input port
  – Max incr delay on CP: 0.60 ns
  – CP Cell Sequence: clkdlybuf4s50_1 > buf_12 > mux4_1 > o22ai_1 > o22ai_1
  – Critical path origin: s[2]
  – CP Buf/Inv Count: 2
  – Crit path max-delay family: buffers and inverters
  – CP max stage cell: mux4_1
  – Crit end category: flip-flop
  – CP required: 1.96 ns
  – Critical path peak fanout: 13
  – Crit path kind: input port to flip-flop
  – Crit-path most repeated cell: o22ai_1

Cells and area
  – Biggest register: o
  – Fin cells: 160
  – Post-route design area: 1318 µm²
  – Largest register FFs: 8
  – Utilization after layout: 25.96%
  – Top Registers: o (8)
  – Area Growth Syn to Fin: 37.47%
  – Share of layout cells above drive strength 1: 16.67%

Floorplan
  – Initial Util: 18.89%
  – Core Region: 5075 µm²
  – Std cell rows: 26
  – Boundary pin count: 22
  – Die area: 8464 µm²
  – Die x size: 92 µm
  – Chip height: 92 µm

CTS
  – Hold_buf cts: 0
  – Reg clk slew, reported paths: 0.04 ns
  – Max Buffers Root-to-Sink: 2
  – Clock Sinks: 8
  – CTS buffer count: 3
  – H-tree levels: 1
  – Latency at later pin: 0.22 ns
  – # Post-CTS Setup Buffers: 0
  – CTS root buf: clkbuf_8
  – CTS tree: yes

Run
  – Tool warnings: 26
  – Max Cap Violations: 0

STA
  – Max Slew Vio Count: 0
  – Final period utilization: 101.0%
  – Slew @ Worst Pin: 0.3509 ns
  – Final hold viol count: 0
  – Period minus WS final: 2.019 ns
  – Setup violators final: 2
  – TNS Setup: -0.02648 ns
  – Final WS setup: -0.01916 ns
  – Max Clock Skew: 0.002842 ns
  – Slew HR: 76.60%
  – Fmax achieved: 0.4953 GHz
  – RSZ-0062 raised after global routing: true

Global route
  – First-pass GRT wire length: 3594 µm
  – Gr usage total: 5.287%
  – Vias in the first global route: 728
  – Largest net degree at the start of global routing: 14
  – Initial antenna violation count: 0
  – Final global-route overflow total: 0

Hold path
  – Worst Hold Class: input port to flip-flop
  – Min-Delay Startpoint: i[5]

Synthesis
  – Mean Syn Cell Area: 14.09 µm²
  – Area of the mapped netlist: 958.4 µm²
  – Post-synthesis register bit count: 8
  – YS chip area: 958.4 µm²
  – Seq/Total Area, Yosys: 25.07%
  – # Cells Yosys: 68
  – Synth Instances: 68
  – Unique cell types: 14
  – Syn. warnings: 1

Place
  – Placed inst area: 1255 µm²
  – PortBufs: 21
  – DP Wirelength: 1925 µm
  – GPL Wtd Cong: 0.8326
  – Placed Cells: 157

Route
  – Vias: 765
  – # DRC: 0
  – Met3 Routed Length: 205 µm
  – DRT Wirelength: 2428 µm
  – Top sig layer: met3
  – ANT nets after route: 0
  – Met1 wire length: 1115 µm
  – Router iterations before antenna repair: 4
  – DR iter-0 viols: 38
  – Met2 routed WL: 1107 µm
  – Via density: 4.781
  – Number of diodes: 0
  – WL/cell: 15.18 µm

Outcome
  – Status: finished with violations
  – Failing checks: setup timing
-- where the power goes --
group	leakage, µW	internal, µW	switching [µW]	total (µW)
Clock	0.0000216	130	57.1	187
Sequential	0.0000830	224	62.9	287
Combinational	0.000389	218	112	330
Total	0.000493	572	232	804
-- layout make-up --
type                            count  area (µm²)
Timing Repair Buffer               27       270.3
Fill cell                         538        3757
Multi-Input combinational cell     51       674.4
Sequential cell                     8       240.2
Tap cell                           70       87.58
Clock buffer                        3       41.29
Inverter                            1       3.754
-- layer usage --
layer | track usage (%) | up-vias
li1 | - | 358
met1 | 6.600 | 376
met2 | 8.529 | 31
met3 | 2.389 | 0
met4 | 0.6427 | 0
met5 | 0 | -
-- kinds of logic after synthesis --
group / after synthesis / share of synthesized area [%]
AND-OR/OR-AND: 24 / 14.62
multiplexers: 24 / 51.83
buffers and inverters: 9 / 6.526
flip-flops: 8 / 25.07
AND/OR/NAND/NOR: 3 / 1.958
-- synth_stat cells, drive strengths merged --
cell	number	share of area (%)
clkbuf	3	1.3
o22ai	16	10
or2	2	1.3
nand2b	1	0.65
buf	5	4.8
edfxtp	8	25
mux2i	8	8.4
o21ai	8	4.2
inv	1	0.39
mux4	16	43
-- worst register-to-register path, stage by stage, from the launching register on --
cell and delay, ns:
edfxtp_1 0.52, mux4_1 0.60, o22ai_1 0.19, o22ai_1 0.12
-- cell usage in the layout, fill, tap and decap left out, drive strengths merged --
| master | Yosys | final |
|---|---|---|
| nand2b | 1 | 1 |
| buf | 5 | 6 |
| inv | 1 | 1 |
| clkdlybuf4s50 | 0 | 20 |
| o22ai | 16 | 16 |
| dlymetal6s2s | 0 | 1 |
| clkbuf | 3 | 3 |
| o21ai | 8 | 8 |
| or2 | 2 | 2 |
| edfxtp | 8 | 8 |
| mux4 | 16 | 16 |
| mux2i | 8 | 8 |
-- worst paths after layout --
| kind | endpoint | slack [ns] | cells past startpoint |
|---|---|---|---|
| worst max register to register | o[4] | 0.31 | 3 |
| worst max-delay path | o[1] | -0.02 | 5 |
| worst min register to register | o[5] | 1.13 | 3 |
| worst min-delay path | o[5] | 0.93 | 3 |
-- per-stage QoR --
stage / hold slack (ns) / setup slack, ns
finish: 0.9296 / -0.01916
global route: 0.9556 / -0.04760
CTS: 0.9315 / 0.004018
detailed placement: 1.108 / -0.2331
global placement: 1.067 / -0.2075
floorplan: 0.6622 / 0.3243
-- timing repair --
action	4_1_cts	5_1_grt
hold endpoints to repair	0	0
setup endpoints to repair	0	8
resized	0	4
No activity file was given, so power comes from the tool's default toggle rates.
