`design/flow/run.sh`:
```
#!/bin/bash
# OpenROAD 26Q1-2900-gdf79404cd8, Yosys 0.63+post, stock flow scripts
make -C /OpenROAD-flow-scripts/flow DESIGN_CONFIG=/design/flow/config.mk WORK_HOME=/design/flow/orfs finish
```
`design/flow/config.mk`:
```
export PLATFORM = sky130hd
export DESIGN_NAME = Barrel_shifter
export DESIGN_NICKNAME = Barrel_shifter
export VERILOG_FILES = /design/flow/design.v
export SDC_FILE = /design/flow/constraint.sdc
export NUM_CORES = 4
export LEC_CHECK = 1
export CORE_AREA = 10 10 93 93
export DIE_AREA = 0 0 103 103
```
`design/flow/constraint.sdc`:
```
current_design Barrel_shifter

set clk_period 2.7
set clk_io_pct 0.2

create_clock -name clk0 -period $clk_period [get_ports {clk}]

set non_clock_inputs [all_inputs -no_clocks]
set_input_delay [expr $clk_period * $clk_io_pct] -clock clk0 $non_clock_inputs
set_output_delay [expr $clk_period * $clk_io_pct] -clock clk0 [all_outputs]
```
`design/flow/design.v`:
```
module			Barrel_shifter (o, i, s, c, clk);
output	[7:0]	o;
input	[7:0]	i;
input	[2:0]	s;
input	[1:0]	c;
input			clk;
reg		[7:0]	o;
reg		[2:0]	t;
always@(posedge clk)
    begin
        case(c)
            2'b00:	#20 o <= o;
            2'b01:	#20  
                begin
                    case(s)
						3'b000: o <= o;
						3'b001: o <= o<<1;  
						3'b010: o <= o<<2;  
						3'b011: o <= o<<3;  
						3'b100: o <= o<<4;  
						3'b101: o <= o<<5;  
						3'b110: o <= o<<6;  
						3'b111: o <= o<<7;  
						default: o <= o;
					endcase
                end
            2'b10:	#20  
                begin
				    case(s)
 						3'b000: o <= o;
						3'b001: o <= o>>1;  
						3'b010: o <= o>>2;  
						3'b011: o <= o>>3;  
						3'b100: o <= o>>4;  
						3'b101: o <= o>>5;  
						3'b110: o <= o>>6;  
						3'b111: o <= o>>7;  
						default: o <= o;
					endcase	
                end
            2'b11:	#20 o <= i;
            default:	#20 o <= 8'bx;
        endcase
    end
endmodule
```
==> results_slide.txt <==
Run Summary

Outcome
  – Status: finished clean

Detailed routing
  – DR pass1 iterations: 4
  – DRC Markers: 0
  – DR WL/cell: around 14 um
  – Via/cell ratio: roughly 4.6
  – Post-DRT Antenna Nets: 0
  – Routed WL: 2843 um
  – Starting DRT DRC Count: around 120
  – Via count: 913
  – Antenna fix cells: 0

Yosys
  – Synth Warn #: 1
  – Post-synth EDFFs: 8
  – Top cells, area: edfxtp_1, mux2i_1, mux2_2
  – Post-synth ARST share: 0%
  – Avg Cell Area, Syn: just under 9 um2
  – Post-synth seq share: 28.49%
  – Synth flops: 8
  – Mux share: between 10% and 20%
  – Post-synth top flop: edfxtp_1
  – Yosys synthesis chip area: roughly 840 um2
  – Main logic family: AND-OR/OR-AND gates
  – # Cells Yosys: roughly 96
  – Synth area leader: edfxtp_1
  – Fa+ha+maj area frac: 0%
  – Mapped Area: 843.3 um2
  – Synth Instances: about 96
  – Netlist cell types: 39
  – Yosys simple share: roughly 17%
  – Yosys aoi share: between 30% and 40%
  – XOR Share, Synth: 0%
  – Area leader share: 28.49%

Pwr
  – Worst vdd ir: 234.8 uV
  – Leakage power: between 0.4 and 0.5 nW
  – PD cells: ~420 nW/um2
  – Total Power: approximately 0.00050 W

Global route
  – Met3 usage: approximately 2.0%
  – Largest net degree at the start of global routing: 17
  – Grt met1 use: around 6.6%
  – GR Overflow Total: 0
  – First-pass GRT wire length: ~4500 um
  – Initial antenna violation count: 0
  – Grt met2 use: 8.581%
  – GR peak layer: met2
  – Vias in the first global route: 895
  – Total GRT Usage: 5.309%

Clock network
  – TritonCTS buffer count: 3
  – TritonCTS clock tree: yes
  – Hold Buf Count CTS: 0
  – Clk latency late pin: 0.23 ns
  – Postcts setup bufs: 0
  – Max Root-Sink Buffers: 2
  – CTS sink cnt: 8
  – Reg clk slew, reported paths: approximately 0.040 ns
  – CTS-repair resized insts: 0
  – CTS H-Tree Depth: 1
  – Root Driver: clkbuf_8

Setup path
  – CP startpoint kind: primary input
  – Req. time, crit path: approximately 2.7 ns
  – CP Class: in2reg
  – Worst-path fanout max: 13
  – CP Capture Type: flip-flop
  – Critical-path cell list: clkdlybuf4s50_1 -> mux2_4 -> mux2i_1 -> a211oi_1 -> a311o_1
  – CP Data Arrival Time: 2.20 ns
  – Slowest-stage cell, CP: clkdlybuf4s50_1
  – Worst path max stage delay: around 0.76 ns

Floorplan
  – Die Height: just over 100 um
  – Die area: 10610 um2
  – Placeable Area: approximately 6800 um2
  – IO Pins: 22
  – Die X: 103 um
  – FP Util: between 10% and 20%
  – FP Rows: 30

Placement
  – Hpwl dp: 2177 um
  – # port buffers: 21
  – Final GP Congestion: 0.8908

Flow run
  – Tool warning count: 25
  – Max Cap Viol: 0

Timing
  – Slew @ Worst Pin: between 0.4 and 0.5 ns
  – Max Clock Freq: between 400 and 500 MHz
  – Max-slew violation count: 0
  – Setup tns final: 0 ns
  – Clk_skew: approximately 0.0022 ns
  – Fin. Hold Viols: 0
  – Setup violators final: 0
  – Unrepaired setup endpoints after global routing: no
  – Tcrit/Tclk final: roughly 83%
  – Slew headroom: between 60% and 70%
  – Min Tclk post-route: 2.232 ns

Layout
  – Comb gate area: ~540 um2
  – Commonest Layout Cell: clkdlybuf4s50_1
  – Flop area: 240.2 um2
  – Filler instances: ~750
  – Largest register FFs: 8
  – Synthesis-to-finish area growth: 41.84%
  – Fraction of layout cells with a size suffix above 1: 13.45%
  – Largest Register: o
  – Largest regs: o: 8 flops
  – Top Layout Cells: clkdlybuf4s50_1, a21oi_1, edfxtp_1

Hold path
  – Worst hold path type: reg2reg
per-stage QoR:
stage	worst slack [ns]	hold WS, ns	instance area (um2)	util (%)	std cells
floorplan	0.9226	0.6931	843.3	-	96
global placement	0.2502	0.8874	1155	17.09	196
detailed placement	0.2677	0.8693	1155	17.09	196
CTS	0.4914	0.8751	1196	17.70	199
global route	0.3656	0.9226	1196	17.70	199
finish	0.4678	0.8907	1196	17.70	199
cell usage after synthesis, drive strengths merged, types with 2 or more instances:
cell and n:
a21oi 8, edfxtp 8, buf 6, mux2i 6
mux2 5, nand2 5, nor2 5, a22oi 4
a31oi 4, inv 4, and3 3, nand3 3
nor3 3, o21ai 3, o32ai 3, a211oi 2
a221o 2, and2b 2, clkbuf 2, nor2b 2
o221ai 2
critical path: cells and delay by family:
| kind | cells | cell delay, ns |
|---|---|---|
| buffers and inverters | 1 | 0.76 |
| AND-OR/OR-AND | 2 | 0.41 |
| multiplexers | 2 | 0.49 |
cell type report:
cell class | instances | share of cell area [%]
multi-input cells | 76 | 44.87
repair buffers | 28 | 21.97
flip-flops and latches | 8 | 20.08
well taps | 80 | 8.368
clock buffers | 3 | 3.452
inverters | 4 | 1.255
power by group:
part           internal, W  total [W]  switching (W)
sequential        0.000158   0.000189      0.0000307
clock            0.0000964   0.000142      0.0000453
combinational    0.0000963   0.000167      0.0000710
total             0.000351   0.000498       0.000147
layer usage:
| metal | routed length, um | share of wire [%] |
|---|---|---|
| met5 | 0 | 0 |
| met3 | 323 | 11 |
| met2 | 1349 | 47 |
| met4 | 34 | 1.2 |
| met1 | 1135 | 40 |
final timing paths:
check / from / end / slack (ns) / cells past startpoint
setup / recovery: s[2] / o[7] / 0.47 / 5
hold / removal: o[0] / o[1] / 0.89 / 2
setup reg to reg: o[1] / o[7] / 1.05 / 4
hold reg to reg: o[0] / o[1] / 0.89 / 2
kinds of logic (layout without fill, tap and decap cells):
group,count (synthesis),in the layout
DFF,8,8
AOI/OAI and AO/OA,38,38
buffers and inverters,12,35
muxes,11,11
and+or+nand+nor,27,27
No activity file was given, so power comes from the tool's default toggle rates.
